$ cat flow/design.v
module button_pulse(
    input button,
    input clk,
    output pressed
);
    reg sync_button;
    always @(posedge clk) begin
        sync_button <= button;
    end
    reg button_state = 1'b0;
    always @(posedge clk) begin
        button_state <= sync_button;
    end
    assign pressed = !button_state && sync_button;
endmodule
module mem_addr(
    input inc_button,
    input dec_button,
    input clk,
    input reset,
    output [9:0] addr,
    output delta
);
    wire addr_inc, addr_dec;
    button_pulse bp0(inc_button, clk, addr_inc);
    button_pulse bp1(dec_button, clk, addr_dec);
    reg [9:0] reg_addr = 10'h000;
    reg reg_delta = 1'b0;
    always @(posedge clk) begin
        if (reset) begin
            reg_addr <= 10'h000;
            reg_delta <= 1'b1;
        end else if (addr_inc) begin
            reg_addr <= reg_addr + 1;
            reg_delta <= 1'b1;
        end else if (addr_dec) begin
            reg_addr <= reg_addr - 1;
            reg_delta <= 1'b1;
        end else begin
            reg_delta <= 1'b0;
        end
    end
    assign addr = reg_addr;
    assign delta = reg_delta;
endmodule
module basys_memory(
    input [15:0] SW,
    input [4:0] BTN,
    input CLK,
    output [15:0] LED,
    output [7:0] SSEG_CA,
    output [3:0] SSEG_AN
);
    wire reset;
    button_pulse bp1((BTN[4]), CLK, reset);
    wire [9:0] waddr;
    wire do_write;
    mem_addr mem_addrw((BTN[0]), (BTN[3]), CLK, reset, waddr, do_write);
    wire [9:0] raddr;
    wire do_read;
    mem_addr mem_addr((BTN[1]), (BTN[2]), CLK, reset, raddr, do_read);
    sevenseg display_address(
        .clk(CLK),
        .reset(reset),
        .ld(do_write | do_read),
        .din({waddr[7:0], raddr[7:0]}),
        .dp(4'b0100),
        .SSEG_CA(SSEG_CA),
        .SSEG_AN(SSEG_AN)
    );
    blk_mem_gen_0 mem(
        .dina(SW),
        .ena(do_write),
        .wea(do_write),
        .clka(CLK),
        .addra(waddr),
        .clkb(CLK),
        .enb(do_read | do_write),
        .addrb(raddr),
        .doutb(LED)
    );
endmodule
$ cat flow/run.sh
#!/bin/bash
# OpenROAD 26Q1-2900-gdf79404cd8, Yosys 0.63+post, stock flow scripts
make -C /OpenROAD-flow-scripts/flow DESIGN_CONFIG=/design/flow/config.mk WORK_HOME=/design/flow/orfs finish
$ cat flow/config.mk
export PLATFORM = sky130hd
export DESIGN_NAME = mem_addr
export DESIGN_NICKNAME = mem_addr
export VERILOG_FILES = /design/flow/design.v
export SDC_FILE = /design/flow/constraint.sdc
export NUM_CORES = 4
export LEC_CHECK = 1
export CORE_AREA = 10 10 75 75
export DIE_AREA = 0 0 85 85
$ cat flow/constraint.sdc
current_design mem_addr

set clk_period 4.7
set clk_io_pct 0.2

create_clock -name clk0 -period $clk_period [get_ports {clk}]

set non_clock_inputs [all_inputs -no_clocks]
set_input_delay [expr $clk_period * $clk_io_pct] -clock clk0 $non_clock_inputs
set_output_delay [expr $clk_period * $clk_io_pct] -clock clk0 [all_outputs]
==> ci_impl_report.md <==
## Implementation flow summary

| Metric | Value |
|---|---|
| Layout cells sized above 1 | under 10% |
| Slowest cell delay on critical path | 0.42 ns |
| Fillers | 414 |
| Cell family with most CP delay | AND-OR/OR-AND gates |
| Reg2Reg Setup Slack | around 2.3 ns |
| Endpoints failing hold | 0 |
| Vias per inst | 4.62 |
| Period utilization | 51.2% |
| Placed wire-length estimate | 1420 um |
| Combinational Power Share | 39.1% |
| Chip area | 7230 um2 |
| WS Path Type | reg -> reg |
| Pwr dens | approximately 380 nW/um2 |
| ANT nets after route | 0 |
| Peak supply drop | ~0.00013 V |
| Hold-fix buffers at CTS | 0 |
| Clk latency late pin | 0.25 ns |
| Ant diodes | 0 |
| Critical Path AT | 2.59 ns |
| Max_slew headroom | 62.8% |
| Reg power frac | 36.5% |
| CTS Buffer Depth | 2 |
| # setup viols final | 0 |
| Gpl congestion | approximately 0.9 |
| TNS Setup | 0 ns |
| Total GRT Usage | 5.20% |
| Inserted Clock Buffers | 3 |
| Drt first-iter violations | 41 |
| CP required | 4.88 ns |
| Slowest cell on crit path | fa_1 |
| Die H | 85 um |
| CTS Sinks | 15 |
| Vias in the first global route | 691 |
| Clock power frac | 24.4% |
| Die extent in x | roughly 85 um |
| PortBufs | 14 |
| Remaining Overflow, GRT | 0 |
| Max Cap Violations | 0 |
| Io pins | 15 |
| Max-slew violations | 0 |
| Critical path fanouts, max | 12 |
| Switching share of power | 31.9% |
| Post-Syn Area | 891 um2 |
| Setup crit start kind | register |
| Post-layout util | 27.9% |
| Post-synth ARST share | 0% |
| Post_cts resized | 0 |
| RR Endpoint | reg_addr[8]$_SDFFE_PP0P_ |
| Core area | 4060 um2 |
| Fmax | 0.415 GHz |
| First-pass GRT wire length | about 3200 um |
| Yosys cell count | 98 |
| Routed wire length | 1920 um |
| P_sw | 0.139 mW |
| Final min period | 2.41 ns |
| Critical path buffers and inverters | 1 |
| Skew final | 0.00266 ns |
| RSZ-0062 raised after global routing | no |
| Number of flops mapped to enable cells by yosys | 0 |
| Clk root buf | clkbuf_8 |
| Largest net degree at the start of global routing | 18 |
| Mean post-synth cell area | 9.09 um2 |
| Syn. warnings | 2 |
| Tool warnings | 25 |
| FP Core Util | 22.0% |
| Antenna violations before repair | 0 |
| # rows | 23 |
| Post-DR wirelength/cell | 11.7 um |
| Register area share after synthesis | 33.7% |
| Leak pwr | 0.448 nW |
| Hold path cells | 0 |
| Crit path cell chain | nand2b_1, inv_1, fa_1, nor2b_1, o31a_1, o211ai_1, a2111o_1, o211ai_2 |
| Yosys stat area | 891 um2 |
| DRT Pass-1 Iters | 4 |
| HP Start | bp0.sync_button$_DFF_P_ |
| R2R cell count | 8 |
| Distinct lib cells used | 40 |
| Worst Hold End | bp0.button_state$_DFF_P_ |
| Hold Crit Class | reg -> reg |
| Setup repair bufs after CTS | 0 |
| Crit path capture type | register |
| Worst r2r src | bp0.button_state$_DFF_P_ |
| Synthesis-to-layout area growth | 27.0% |
| Reg clk slew, reported paths | 0.06 ns |
| CTS HTree Levels | 1 |
| Slew @ Worst Pin | approximately 0.56 ns |
| Total power | 0.434 mW |
| Internal | 0.296 mW |
| Synth Instances | 98 |
| Status | complete, no violations |
| Top FF cell, synth | dfxtp_1 |
| Vias | 758 |
| Remaining DRCs | 0 |
| CTS tree | built |
| Post-synth regs | 15 |
==> final cells by class <==
cell class | instances | area, um2 | share of cell area (%)
Timing Repair Buffer | 14 | 140 | 12.4
Clock buffer | 3 | 41.3 | 3.65
Multi-Input combinational cell | 77 | 567 | 50.1
Inverter | 4 | 15.0 | 1.33
Sequential cell | 15 | 300 | 26.5
Clock inverter | 1 | 5.00 | 0.442
Tap cell | 50 | 62.6 | 5.53
==> metrics by stage <==
stage	cell area, um2	instances	hold slack (ns)	setup WS, ns
floorplan	891	98	0.332	2.62
global placement	1080	160	0.340	2.34
detailed placement	1080	160	0.345	2.32
CTS	1130	164	0.357	2.32
global route	1130	164	0.366	2.14
finish	1130	164	0.353	2.29
==> worst max-delay path by stage <==
| stage | startpoint | cells after the start | to | slack, ns |
|---|---|---|---|---|
| CTS | bp0.button_state$_DFF_P_ | 8 | reg_addr[8]$_SDFFE_PP0P_ | 2.32 |
| global route | bp0.button_state$_DFF_P_ | 8 | reg_addr[8]$_SDFFE_PP0P_ | 2.14 |
| finish | bp0.button_state$_DFF_P_ | 8 | reg_addr[8]$_SDFFE_PP0P_ | 2.29 |
==> placed cells by master (no fill, tap or decap), types with 2 or more instances in the layout <==
cell type / count
dfxtp_1: 15
clkdlybuf4s50_1: 14
nor2_1: 8
ha_1: 8
a21oi_1: 6
nand2_1: 5
inv_1: 4
nand2b_1: 3
a211oi_1: 3
nor2b_1: 3
nor3_1: 3
nand3_1: 3
nand3b_1: 3
clkbuf_8: 3
o21ai_1: 2
or3_1: 2
o211ai_1: 2
o21bai_1: 2
o21ai_0: 2
mux2i_1: 2
==> power groups by stage <==
stage	Sequential, mW	Combinational, mW	Clock, mW
4_1_cts	0.159	0.171	0.111
5_1_grt	0.161	0.193	0.117
6_report	0.159	0.170	0.106
==> metal layers <==
layer	up-vias	track usage (%)	share of wire [%]
li1	401	-	-
met5	-	0	0
met1	336	6.45	50
met3	2	2.99	9.3
met4	0	0.299	0.31
met2	19	8.04	40
==> cells by family after synthesis <==
family                   share of synthesized area (%)
XOR/XNOR                                         0.983
flip-flops                                        33.7
AND-OR/OR-AND                                     22.9
multiplexers                                      3.51
buffers and inverters                             2.67
AND/OR/NAND/NOR                                   22.8
adder cells (fa/ha/maj)                           13.5
==> Yosys cell counts (all sizes together), types with 2 or more instances <==
cell type,n,area [um2]
dfxtp,15,300
ha,8,100
nor2,8,30.0
a21oi,6,30.0
nand2,5,18.8
a211oi,4,35.0
inv,4,15.0
o21ai,4,20.0
nand2b,3,18.8
nand3,3,15.0
nand3b,3,22.5
nor2b,3,18.8
nor3,3,15.0
o211ai,3,27.5
a21o,2,16.3
mux2i,2,20.0
o21bai,2,15.0
or3,2,12.5
==> registers in the layout (all words and copies together), names as in the netlist <==
signal	flops
bp1.button_state	1
bp0.button_state	1
bp0.sync_button	1
reg_delta	1
reg_addr	10
bp1.sync_button	1
Power figures rest on the tool's default switching activity, not on a simulated workload.
