`/design/flow/config.mk`:
```
export PLATFORM = sky130hd
export DESIGN_NAME = sevenseg
export DESIGN_NICKNAME = sevenseg
export VERILOG_FILES = /design/flow/design.v
export SDC_FILE = /design/flow/constraint.sdc
export NUM_CORES = 4
export LEC_CHECK = 1
export CORE_UTILIZATION = 30
```
`/design/flow/constraint.sdc`:
```
current_design sevenseg

set clk_period 7.0
set clk_io_pct 0.2

create_clock -name clk0 -period $clk_period [get_ports {clk}]

set non_clock_inputs [all_inputs -no_clocks]
set_input_delay [expr $clk_period * $clk_io_pct] -clock clk0 $non_clock_inputs
set_output_delay [expr $clk_period * $clk_io_pct] -clock clk0 [all_outputs]
```
`/design/flow/design.v`:
```
`timescale 1ns / 1ps
module pulsegenMS(clk,pulse);
input clk;
output pulse;
parameter MSPERIOD = 15; 
parameter PERIOD_MAX = (MSPERIOD * 50000) - 1; 
reg [31:0]cntr;  
assign pulse = (cntr == PERIOD_MAX);   
always @(posedge clk) begin   
 if (pulse) cntr <= 0;
 else cntr <= cntr +1;
end
endmodule
`timescale 1ns / 1ps
module sevenseg(clk,reset,ld,din,dp,SSEG_CA,SSEG_AN);
input clk,reset,ld;
input [15:0] din;      
input[3:0] dp;         
output [7:0] SSEG_CA;
output [3:0] SSEG_AN;
reg [3:0] SSEG_AN;
reg [7:0] SSEG_CA;
reg [15:0] dinq;
reg [3:0]dpq;
reg [1:0] anodeCounter;
always @(posedge clk or posedge reset) begin
 if (reset) begin
   dinq <= 0;
   dpq <= 0;
   anodeCounter <= 0;
 end else begin
   if (ld) begin
      dinq <= din;   
      dpq <= dp;
   end
   if (anondeChange) anodeCounter <= anodeCounter + 1;
 end
end
wire anondeChange;
pulsegenMS #(.MSPERIOD(2)) u0 (.clk(clk),.pulse(anondeChange));
reg [3:0] digit;
reg dpoint;
always @* begin
   SSEG_AN = 4'b1111;
   digit = dinq[3:0];
   case(anodeCounter) 
     2'b00: begin
                SSEG_AN = 4'b1110;
                digit = dinq[3:0];
                dpoint = dpq[0];
            end
     2'b01: begin
                SSEG_AN = 4'b1101;
                digit = dinq[7:4];
                dpoint = dpq[1];
            end
     2'b10: begin
                SSEG_AN = 4'b1011;
                digit = dinq[11:8];
                dpoint = dpq[2];
            end
     2'b11: begin
                SSEG_AN = 4'b0111;
                digit = dinq[15:12];
                dpoint = dpq[3];
            end
   endcase
 end
always@* begin
 	  case(digit)
		 0 : SSEG_CA = {dpoint,7'b1000000};
	    1 : SSEG_CA = {dpoint,7'b1111001};
		 2 : SSEG_CA = {dpoint,7'b0100100};
		 3 : SSEG_CA = {dpoint,7'b0110000};
		 4 : SSEG_CA = {dpoint,7'b0011001};
		 5 : SSEG_CA = {dpoint,7'b0010010};
		 6 : SSEG_CA = {dpoint,7'b0000010};
		 7 : SSEG_CA = {dpoint,7'b1111000};
		 8 : SSEG_CA = {dpoint,7'b0000000};
		 9 : SSEG_CA = {dpoint,7'b0010000};
		 10 : SSEG_CA = {dpoint,7'b0001000};
		 11 : SSEG_CA = {dpoint,7'b0000011};
		 12 : SSEG_CA = {dpoint,7'b1000110};
		 13 : SSEG_CA = {dpoint,7'b0100001};
		 14 : SSEG_CA = {dpoint,7'b0000110};
		 15 : SSEG_CA = {dpoint,7'b0001110};
		 default : SSEG_CA = 8'b11111111;
	  endcase
end
endmodule
```
`/design/flow/run.sh`:
```
#!/bin/bash
# OpenROAD 26Q1-2900-gdf79404cd8, Yosys 0.63+post, stock flow scripts
make -C /OpenROAD-flow-scripts/flow DESIGN_CONFIG=/design/flow/config.mk WORK_HOME=/design/flow/orfs finish
```
==> node_exporter_impl.prom <==
# HELP chip_impl_metric Physical implementation figures
# TYPE chip_impl_metric gauge
chip_impl_info{name="status",value="finished, final reports clean"} 1
chip_impl_metric{name="comb_power_share",unit="%"} 10.7
chip_impl_info{name="cp-start-kind",value="flip-flop"} 1
chip_impl_metric{name="diodes",unit=""} 0
chip_impl_metric{name="post_cts_resize_count",unit=""} 0
chip_impl_metric{name="htree_levels",unit=""} 2
chip_impl_info{name="flop_cell",value="sky130_fd_sc_hd__dfxtp_1"} 1
chip_impl_metric{name="irDropWorstVdd",unit="mV"} 0.0603
chip_impl_metric{name="groute.usage.overall",unit="%"} 11.1
chip_impl_metric{name="switching_part_of_the_total_power",unit="%"} 21.4
chip_impl_metric{name="initial_antenna_violation_count",unit=""} 0
chip_impl_metric{name="fin_cells",unit=""} 400
chip_impl_metric{name="yosys-stat-cells",unit=""} 262
chip_impl_info{name="crit_path_end",value="SSEG_CA[5]"} 1
chip_impl_metric{name="pwr_density_cell",unit="nW/um^2"} 183
chip_impl_metric{name="clk_pin_slew_worst_paths",unit="ns"} 0.09
chip_impl_metric{name="cp.required",unit="ns"} 5.60
chip_impl_metric{name="net-switching-power",unit="W"} 0.000126
chip_impl_metric{name="finalMaxSlewViolations",unit=""} 0
chip_impl_metric{name="syn_inst_count",unit=""} 262
chip_impl_metric{name="cellInternalPower",unit="W"} 0.000461
chip_impl_info{name="cts_tree",value="yes"} 1
chip_impl_metric{name="hpwl",unit="mm"} 3.68
chip_impl_metric{name="dpl.cell_count",unit=""} 392
chip_impl_metric{name="worstPathBufferInverterCount",unit=""} 2
chip_impl_metric{name="final_antenna_net_count",unit=""} 0
chip_impl_metric{name="num-fill-cells",unit=""} 852
chip_impl_metric{name="die_y",unit="um"} 96.9
chip_impl_metric{name="clock-sinks",unit=""} 54
chip_impl_metric{name="post_dp_cell_area",unit="um^2"} 3100
chip_impl_metric{name="synth_area",unit="um^2"} 2700
chip_impl_metric{name="clock.latency.late_pin",unit="ns"} 0.30
chip_impl_metric{name="worst-path-stages",unit=""} 7
chip_impl_metric{name="ys_async_sr_fraction",unit="%"} 40.7
chip_impl_metric{name="power_frac_seq",unit="%"} 55.5
chip_impl_info{name="reg2reg_from",value="u0.cntr[21]$_SDFF_PN0_"} 1
chip_impl_info{name="critical-path-slowest-cell",value="sky130_fd_sc_hd__a222oi_1"} 1
chip_impl_metric{name="share_clk_of_total_power",unit="%"} 33.8
chip_impl_metric{name="finalCoreUtilization",unit="%"} 36.8
chip_impl_metric{name="grt_pass1_wl",unit="mm"} 8.64
chip_impl_metric{name="timing_worst_slew_pin_value",unit="ns"} 0.842
chip_impl_metric{name="maxCapViolCount",unit=""} 0
chip_impl_metric{name="vias_in_the_first_global_route",unit=""} 1819
chip_impl_info{name="cts.root.buffer_cell",value="sky130_fd_sc_hd__clkbuf_8"} 1
chip_impl_metric{name="floorplan.core_area",unit="um^2"} 8720
chip_impl_info{name="r2r-end",value="anodeCounter[1]$_DFFE_PP0N_"} 1
chip_impl_metric{name="final_hold_violations",unit=""} 0
chip_impl_metric{name="route.final.wire_length",unit="mm"} 5.06
chip_impl_metric{name="drive_gt1_share",unit="%"} 15.1
chip_impl_metric{name="finalCritPeriodShare",unit="%"} 58.7
chip_impl_metric{name="first_pass_iters",unit=""} 4
chip_impl_metric{name="number_of_enable_flip_flop_cells",unit=""} 0
chip_impl_metric{name="chip_area",unit="um^2"} 9380
chip_impl_metric{name="crit_fanout",unit=""} 8
chip_impl_metric{name="ctsLongestPathBuffers",unit=""} 2
chip_impl_info{name="lay_top_cells",value="34 x sky130_fd_sc_hd__clkdlybuf4s50_1, 32 x sky130_fd_sc_hd__dfxtp_1, 22 x sky130_fd_sc_hd__dfrtp_1"} 1
chip_impl_metric{name="post_drt_wl_per_cell",unit="um"} 12.7
chip_impl_metric{name="cts.repair_timing.setup_buffer_count",unit=""} 0
chip_impl_info{name="mostFrequentLayoutCell",value="sky130_fd_sc_hd__clkdlybuf4s50_1"} 1
chip_impl_info{name="hold_path_class",value="reg2reg"} 1
chip_impl_metric{name="floorplan.io_pins",unit=""} 35
chip_impl_metric{name="areaGrowthSynthToFinish",unit="%"} 18.9
chip_impl_metric{name="portBuffers",unit=""} 34
chip_impl_metric{name="openroad.warnings",unit=""} 28
chip_impl_metric{name="final.setup.tns",unit="ns"} 0
chip_impl_metric{name="yosysWarningCount",unit=""} 2
chip_impl_metric{name="reg2reg_setup_slack",unit="ns"} 4.84
chip_impl_metric{name="final_design_area_no_fill",unit="um^2"} 3210
chip_impl_metric{name="grt_max_degree",unit=""} 25
chip_impl_metric{name="finalClockSkew",unit="ns"} 0.0102
chip_impl_metric{name="num_vias",unit=""} 1935
chip_impl_info{name="top_area_cell",value="sky130_fd_sc_hd__dfxtp_1"} 1
chip_impl_metric{name="starting_drc_count_in_detailed_routing",unit=""} 96
chip_impl_metric{name="tritoncts.num_buffers",unit=""} 5
chip_impl_info{name="grt_setup_unrepaired",value="no"} 1
chip_impl_metric{name="cp.arrival",unit="ns"} 2.71
chip_impl_metric{name="avgViaCountPerCell",unit=""} 4.84
chip_impl_metric{name="timing.final.setup_violations",unit=""} 0
chip_impl_metric{name="yosysUniqueCellTypes",unit=""} 45
chip_impl_metric{name="ys.flops",unit=""} 54
chip_impl_metric{name="grt_remaining_overflow",unit=""} 0
chip_impl_metric{name="clock.fmax",unit="MHz"} 243
chip_impl_info{name="timing.critical_path.from",value="anodeCounter[0]$_DFFE_PP0N_"} 1
chip_impl_info{name="critical_path.cell_chain",value="inv_1 > ha_1 > a222oi_1 > mux2i_2 > maj3_2 > o21ai_2 > clkdlybuf4s50_1"} 1
chip_impl_metric{name="timing.reg2reg.worst_path_depth",unit=""} 4
chip_impl_metric{name="placementRows",unit=""} 34
chip_impl_info{name="timing_worst_setup_path_type",value="reg2out"} 1
chip_impl_metric{name="maxSlewHeadroom",unit="%"} 43.8
chip_impl_metric{name="initCoreUtil",unit="%"} 31.0
chip_impl_metric{name="period_needed",unit="ns"} 4.11
chip_impl_metric{name="critical_path.max_stage_delay",unit="ns"} 0.50
chip_impl_metric{name="syn_area_per_cell",unit="um^2"} 10.3
chip_impl_metric{name="route.detailed.drc",unit=""} 0
chip_impl_info{name="crit_family",value="adder cells"} 1
chip_impl_metric{name="routabilityCongestion",unit=""} 0.790
chip_impl_metric{name="yosys.stat.chipArea",unit="um^2"} 2700
chip_impl_info{name="end_kind",value="output port"} 1
chip_impl_metric{name="yosysTopAreaCellShare",unit="%"} 23.7
chip_impl_metric{name="finalPower",unit="W"} 0.000587
chip_impl_info{name="topCellsByArea",value="sky130_fd_sc_hd__dfxtp_1 24%, sky130_fd_sc_hd__dfrtp_1 20%, sky130_fd_sc_hd__mux2_2 8.3%"} 1
chip_impl_metric{name="die_w",unit="um"} 96.9
chip_impl_metric{name="synth-seq-area-share",unit="%"} 44.1
chip_impl_metric{name="static_leakage",unit="nW"} 1.31
chip_impl_metric{name="holdBufCountCts",unit=""} 0
-- through the flow --
stage / setup slack (ns) / hold WS [ns]
floorplan: 3.87 / 0.432
global placement: 3.30 / 0.448
detailed placement: 3.25 / 0.445
CTS: 2.89 / 0.465
global route: 2.72 / 0.489
finish: 2.89 / 0.463
-- state kept, by name, indices dropped and copies added (netlist names) --
register      flops
dinq             16
u0.cntr          32
dpq               4
anodeCounter      2
-- area by class of cell --
type	instances	area, um^2	area share [%]
multi-input combinational	179	1370	42.5
sequential	54	1190	37.1
timing repair buffer	35	348	10.8
tap	108	135	4.21
clock buffer	8	111	3.47
inverter	16	60.1	1.87
-- power by group through the flow --
stage	sequential, W	clock (W)	combinational [W]
6_report	0.000326	0.000199	0.0000625
5_1_grt	0.000328	0.000217	0.0000693
4_1_cts	0.000326	0.000206	0.0000631
-- cell families after synthesis --
| family | synth area share [%] |
|---|---|
| AOI/OAI and AO/OA | 6.30 |
| and+or+nand+nor | 21.1 |
| buffers and inverters | 5.33 |
| muxes | 11.0 |
| xor gates and xnor gates | 9.41 |
| adders and majority gates | 2.73 |
| DFF | 44.1 |
-- cells in the mapped netlist, types with 3 or more instances --
| master | count |
|---|---|
| sky130_fd_sc_hd__xnor2_1 | 8 |
| sky130_fd_sc_hd__nor2_1 | 11 |
| sky130_fd_sc_hd__buf_4 | 4 |
| sky130_fd_sc_hd__a222oi_1 | 5 |
| sky130_fd_sc_hd__nand2_1 | 14 |
| sky130_fd_sc_hd__nand3_1 | 12 |
| sky130_fd_sc_hd__nor3_1 | 7 |
| sky130_fd_sc_hd__clkbuf_1 | 3 |
| sky130_fd_sc_hd__nand4_1 | 16 |
| sky130_fd_sc_hd__a21oi_1 | 7 |
| sky130_fd_sc_hd__ha_1 | 5 |
| sky130_fd_sc_hd__mux2i_1 | 3 |
| sky130_fd_sc_hd__dfrtp_1 | 22 |
| sky130_fd_sc_hd__dfxtp_1 | 32 |
| sky130_fd_sc_hd__and3_1 | 4 |
| sky130_fd_sc_hd__xor2_1 | 21 |
| sky130_fd_sc_hd__inv_1 | 16 |
| sky130_fd_sc_hd__nor4_1 | 7 |
| sky130_fd_sc_hd__nor3_2 | 3 |
| sky130_fd_sc_hd__mux2_2 | 20 |
| sky130_fd_sc_hd__o21ai_0 | 8 |
| sky130_fd_sc_hd__and4_1 | 4 |
-- worst register-to-register path, cell delays in order (launching register included) --
cell	delay, ns
sky130_fd_sc_hd__dfxtp_1	0.40
sky130_fd_sc_hd__nor4_1	0.35
sky130_fd_sc_hd__nand4_1	0.21
sky130_fd_sc_hd__nor3_2	0.69
sky130_fd_sc_hd__mux2_2	0.41
-- per-layer routing --
layer,wire length [um],global-route usage (%),up-vias
met2,2170,16.1,39
met5,0,0,-
met1,2640,18.3,895
met4,55,1.26,0
met3,195,1.76,4
li1,-,-,997
-- how the worst min path moves through the flow --
stage,startpoint,end,slack [ns],cells past startpoint
4_1_cts,u0.cntr[31]$_SDFF_PN0_,u0.cntr[31]$_SDFF_PN0_,0.47,1
6_report,u0.cntr[31]$_SDFF_PN0_,u0.cntr[31]$_SDFF_PN0_,0.46,1
5_1_grt,u0.cntr[31]$_SDFF_PN0_,u0.cntr[31]$_SDFF_PN0_,0.49,1
No activity file was given, so power comes from the tool's default toggle rates.
