--- run.sh ---
#!/bin/bash
# OpenROAD 26Q1-2900-gdf79404cd8, Yosys 0.63+post, stock flow scripts
make -C /OpenROAD-flow-scripts/flow DESIGN_CONFIG=/design/flow/config.mk WORK_HOME=/design/flow/orfs finish
--- config.mk ---
export PLATFORM = sky130hd
export DESIGN_NAME = satadd
export DESIGN_NICKNAME = satadd
export VERILOG_FILES = /design/flow/design.v
export SDC_FILE = /design/flow/constraint.sdc
export NUM_CORES = 4
export LEC_CHECK = 1
export CORE_AREA = 10 10 76 76
export DIE_AREA = 0 0 86 86
--- constraint.sdc ---
current_design satadd

set clk_period 8.2
set clk_io_pct 0.2

create_clock -name clk0 -period $clk_period

set non_clock_inputs [all_inputs -no_clocks]
set_input_delay [expr $clk_period * $clk_io_pct] -clock clk0 $non_clock_inputs
set_output_delay [expr $clk_period * $clk_io_pct] -clock clk0 [all_outputs]
--- design.v ---
module satadd(
    input [11:0] a,
    input [11:0] b,  
    input [1:0] mode,
    output [11:0] y
);
assign aSign = (a[11]);
assign bSign = (b[11]);
wire [12:0] r;
assign r =(a+b);
assign rSign = r[11];
assign Cout = r[12];
assign vFlag = (aSign&bSign&!rSign)||(!aSign&!bSign&rSign);
wire [11:0]norm_sum = r[11:0];
wire [11:0]signed_sat = vFlag?(aSign?(12'b100000000000):(12'b011111111111)):r[11:0];
wire [11:0]unsigned_sat = Cout?(12'b111111111111): r[11:0];
assign y = mode[1]?norm_sum:(mode[0]?signed_sat:unsigned_sat);
endmodule
==> metrics.cfg <==
[outcome]
outcome=completed

[route]
antenna_left=0
num_vias=794
viasPerCell=4.34
wl_per_cell_um=12.3
wirelength_um=2250
drcViolationCount=0
dr.first_iter.drc_count=43
antennaDiodeCount=0
drtPass1Iterations=3

[placement]
placed_cell_area_um2=1150
hpwl_um=2040
dp_worst_setup_slack_ns=0.873
place_inst=183
place_congestion=0.837
io_buffers=38

[synthesis]
yosys-stat-cells=96
top_cells_by_area=ha_1 (23%), o21ai_0 (13%), xor2_1 (9.8%)
syn_inst=96
syn_area_per_cell_um2=7.44
ys_seq_share=0
yosys.area.top_type_share=0.228
netlist_area_um2=714
synth_warnings=5
synth_cell_types=33
ys_area_um2=714
yosysTopAreaCell=ha_1

[global_route]
grt_pass1_vias=863
grt_pass1_wl_um=3860
grt_max_degree=15
track_usage=0.0605
grt.overflow.total=0
antenna_found_initial=0

[power_and_ir_drop]
power.switching_uw=36.5
p_sw_frac=0.394
p_seq_frac=0
vdd_drop_max_v=0.0000173
power.density_nw_per_um2=80.4
p_comb_frac=1.000
power.total_uw=92.8
leakagePower_nw=0.472
pwr-share-clk=0
intPower_uw=56.2

[sta]
finalSetupViolations=0
hold_viol_final=0
drv_slew=0
maxSlewHeadroom=0.524
fin_crit_sh=0.887
tns_ns=0
fin_ws_ns=0.929
fmax_mhz=138
tightest_slew_ns=0.712
period_needed_ns=7.27
rsz0062_at_grt=false
hold_ws_ns=4.40

[setup_path]
cp-end-kind=output port
crit_fanout=14
cp.required_ns=6.56
path_class=in2out
cp.arrival_ns=5.63
crit_path_start_kind=input port

[floorplan]
initCoreUtil=0.174
coreArea_um2=4120
die_area_um2=7400
placementRows=23
dieHeight_um=86
boundaryPins=38
die_w_um=86

[finish]
final_cells=183
clock_buffers=0
seq_cells=0
flop_area_um2=0
comb_area_um2=696
fin_area_um2=1150
final_core_util=0.280
layout-drive-gt1-share=0.0602
area_delta_synth_final_pct=61.5
fill_cells=450

[worst_hold_path]
holdPathEnd=y[11]
hp-class=in2out
hold_depth=4
hold_start=mode[1]

[cts]
cts_hold_buf=0
cts_setup_buffers=0
post_cts_resized=0

[run]
warning_count=33
max-cap-violations=0

[power by group through the flow]
stage	Sequential [mW]	Clock, mW	Combinational [mW]
6_report	0	0	0.0928
5_1_grt	0	0	0.105
4_1_cts	0	0	0.0947
[logic make-up after synthesis]
family	after synthesis	share of synthesized area
buf+inv	5	0.0263
mux	1	0.0140
compound gates	43	0.380
simple gates	24	0.198
xor+xnor	8	0.0981
fa+ha+maj	15	0.284
[cell type report]
type	instances	area share
multi-input combinational	91	0.603
timing repair buffer	38	0.330
tap	50	0.0542
inverter	4	0.0130
[synthesized netlist by cell type (4+ instances only)]
library cell	n
nor3_1	4
o21ai_0	18
ha_1	13
inv_1	4
a21oi_1	9
xor2_1	8
nor2_1	7
[worst max path at each step]
stage	to	from	cells past startpoint
global route	y[8]	a[1]	12
finish	y[9]	a[1]	12
CTS	y[9]	a[1]	12
[metal layers]
metal | vias up | wire length [µm] | track usage
li1 | 443 | - | -
met1 | 333 | 1050 | 0.0769
met2 | 18 | 1030 | 0.105
met3 | 0 | 164 | 0.0162
met4 | 0 | 0 | 0
met5 | - | 0 | 0
[cell usage in the layout, fill, tap and decap left out, types with 4 or more instances in the layout]
master,synthesis,routed
a21oi_1,9,9
clkdlybuf4s50_1,0,38
ha_1,13,13
inv_1,4,4
nor2_1,7,7
nor3_1,4,4
o21ai_0,18,18
xor2_1,8,8
[critical path, stage by stage]
cell             delay (ns)
clkdlybuf4s50_1        0.45
ha_1                   0.33
a211oi_1               0.28
o21ai_0                0.18
a311oi_1               0.35
o21ai_0                0.17
fa_1                   0.58
mux2i_1                0.10
nor3b_2                0.60
a32oi_2                0.27
o21ai_0                0.17
clkdlybuf4s50_1        0.50
Power is estimated from default activity; no workload was simulated.
